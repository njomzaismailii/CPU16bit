$ cat flow/design.v
`timescale 1ns / 1ps
module RegisterFile(
input[2:0] RS,
input[2:0] RT,
input[2:0] RD,
input[15:0] WriteData,
output[15:0] ReadRS,
output[15:0] ReadRT,
input RegWrite,
input clk);
reg[15:0] Registers[15:0];
always @ (posedge clk)
begin
if(RegWrite) Registers[RD] <= WriteData;
end
assign ReadRS = Registers[RS];
assign ReadRT = Registers[RT];
endmodule
$ cat flow/run.sh
#!/bin/bash
# OpenROAD 26Q1-2900-gdf79404cd8, Yosys 0.63+post, stock flow scripts
make -C /OpenROAD-flow-scripts/flow DESIGN_CONFIG=/design/flow/config.mk WORK_HOME=/design/flow/orfs finish
$ cat flow/config.mk
export PLATFORM = sky130hd
export DESIGN_NAME = RegisterFile
export DESIGN_NICKNAME = RegisterFile
export VERILOG_FILES = /design/flow/design.v
export SDC_FILE = /design/flow/constraint.sdc
export NUM_CORES = 4
export LEC_CHECK = 1
export CORE_UTILIZATION = 50
$ cat flow/constraint.sdc
current_design RegisterFile

set clk_period 4.4
set clk_io_pct 0.2

create_clock -name clk0 -period $clk_period [get_ports {clk}]

set non_clock_inputs [all_inputs -no_clocks]
set_input_delay [expr $clk_period * $clk_io_pct] -clock clk0 $non_clock_inputs
set_output_delay [expr $clk_period * $clk_io_pct] -clock clk0 [all_outputs]
==> results.json <==
{
  "hold_viol": 0,
  "top_area_cell": "edfxtp_1",
  "placement.io_buffers": 58,
  "antenna_found_initial": 0,
  "cts_root_buf": "clkbuf_16",
  "post-route-util_pct": 63.51,
  "numSynthFlops": 128,
  "grt.busiest_layer": "met2",
  "hp-class": "in2reg",
  "rsz0062_at_grt": "false",
  "worst-path-buf-inv": 3,
  "worst_pin_slew_ns": 0.5708,
  "placedCellCount": 456,
  "totalWireLength_um": 11740,
  "core_sq_mm": 0.01161,
  "routabilityCongestion": 0.7786,
  "post_drt_wl_per_cell_um": 24.06,
  "drt-vias-per-instance": 6.061,
  "clkTransAtPathRegs_ns": 0.05,
  "hold_end": "Registers[4][0]",
  "synthXorXnorAreaFrac_pct": 0,
  "grtUsageMet1_pct": 30.96,
  "post-route-period-util_pct": 86.38,
  "syn-cell-area_sq_mm": 0.006045,
  "layout_top_cell": "edfxtp_1",
  "worstSetupEndpointType": "output pin",
  "min_delay_path_depth": 1,
  "floorplanUtilization_pct": 52.05,
  "grt_max_degree": 33,
  "cts-resized-gates": 0,
  "num_vias": 2958,
  "ys_chip_area_sq_mm": 0.006045,
  "numCtsBuffers": 17,
  "crit_path_start": "RT[0]",
  "top_register": "Registers",
  "whs_ns": 1.198,
  "ys_sh_adder_pct": 0,
  "path_cells": "buf_2 -> buf_4 -> mux4_1 -> mux2_2 -> clkdlybuf4s50_1",
  "arrival_ns": 2.92,
  "mux_share_pct": 33.29,
  "die_x_um": 112.0,
  "cap_violations": 0,
  "gr-usage-met3_pct": 13.19,
  "critPathTopFamily": "buffers and inverters",
  "dp.final_hpwl_um": 6671,
  "topCellsByArea": "edfxtp_1, mux4_1, mux2_2, mux4_2, buf_6",
  "synthAoiAreaFrac_pct": 0,
  "cts_max_level": 4,
  "yosys_warnings": 1,
  "chipArea_sq_mm": 0.01253,
  "required_ns": 3.52,
  "first_pass_iters": 15,
  "synth_cell_type_count": 12,
  "syn_to_final_growth_pct": 22.02,
  "simple_gate_share_pct": 0.9729,
  "dr.first_iter.drc_count": 102,
  "fin_ws_ns": 0.5994,
  "status": "finished clean",
  "drive_gt1_share_pct": 26.09,
  "synth_top_area_share_pct": 63.59,
  "hold_start": "WriteData[0]",
  "p_total_mw": 2.962,
  "grt_pass1_wl_um": 17880,
  "setup.worst_path.class": "in2out",
  "post-place-ws_ns": 0.5877,
  "fp.dieH_um": 112.0,
  "drv_slew": 0,
  "post_cts_buffers": 0,
  "tns_ns": 0,
  "row_count": 39,
  "syn_area_per_cell_sq_um": 23.70,
  "placed_area_sq_mm": 0.006822,
  "io_pins": 59,
  "largest_register_ffs": 128,
  "slew_headroom_pct": 61.94,
  "max_freq_mhz": 263.1,
  "numClockSinks": 128,
  "cts_tree": "yes",
  "setup_viol": 0,
  "leakagePower_nw": 2.546,
  "vdd_drop_max_mv": 0.2433,
  "path_max_fanout": 18,
  "power_density_mw_per_mm2": 401.5,
  "start_kind": "input pin",
  "fin_area_sq_mm": 0.007376,
  "layout_top_cells": "edfxtp_1, mux4_1, clkdlybuf4s50_1",
  "ys_cells": 255,
  "synth_seq_share_pct": 63.59,
  "grt_overflow_total": 0,
  "grt_usage_pct": 22.37,
  "crit_path_top_delay_cell": "mux4_1",
  "grt_util_met2_pct": 35.07,
  "drc": 0,
  "cts_hold_buf": 0,
  "worst_path_largest_cell_delay_ns": 0.58,
  "logic_family": "multiplexers",
  "antenna_cells": 0,
  "layout.cells.non_filler": 488,
  "postRouteAntennaNets": 0,
  "warnings": 26,
  "period_minus_slack_ns": 3.801,
  "grt_pass1_vias": 3296,
  "cts_buffer_depth": 2,
  "syn_inst": 255,
  "largestRegisters": "Registers (128)"
}
[where the power goes]
part | total [mW] | internal (mW) | switching [mW]
clock | 1.29 | 0.822 | 0.471
sequential | 1.40 | 1.39 | 0.0132
combinational | 0.270 | 0.171 | 0.0984
total | 2.96 | 2.38 | 0.583
[cell families (layout without fill, tap and decap cells)]
group	count (synthesis)	after routing
buffers and inverters	18	108
DFF	128	128
and+or+nand+nor	13	13
muxes	96	96
[synth_stat cells (all sizes together)]
master    n
nor3      2
nand2     2
mux4     64
mux2     32
edfxtp  128
nand2b    3
nor2      6
clkbuf    4
buf      14
[metal layers]
| layer | up-vias | share of wire (%) | routed length, um |
|---|---|---|---|
| li1 | 1333 | - | - |
| met1 | 1468 | 36 | 4215 |
| met2 | 150 | 52 | 6069 |
| met3 | 7 | 11 | 1347 |
| met4 | 0 | 0.92 | 108 |
| met5 | - | 0 | 0 |
[worst max-delay path by stage]
stage | cells past startpoint | to
CTS | 5 | ReadRT[11]
finish | 5 | ReadRT[12]
global route | 5 | ReadRT[12]
[layout make-up]
cell class | instances | area, sq um
fillers | 811 | 4238
flip-flops and latches | 128 | 3844
multi-input cells | 109 | 2081
repair buffers | 76 | 718.2
clock buffers | 19 | 432.9
well taps | 143 | 178.9
clock inverters | 13 | 121.4
Power and IR drop assume default switching activity.
