==> /design/flow/design.v <==
`timescale 1ns / 1ps
module PCcounter(input wire[15:0] a, input wire[15:0] b, input wire cin, output wire [15:0] sum, output wire cout);
wire[15:0] c;
assign cout = c[15];
full_adder pc0(a[0], b[0], cin, sum[0], c[0]);
full_adder pc1(a[1], b[1], c[0], sum[1], c[1]);
full_adder pc2(a[2], b[2], c[1], sum[2], c[2]);
full_adder pc3(a[3], b[3], c[2], sum[3], c[3]);
full_adder pc4(a[4], b[4], c[3], sum[4], c[4]);
full_adder pc5(a[5], b[5], c[4], sum[5], c[5]);
full_adder pc6(a[6], b[6], c[5], sum[6], c[6]);
full_adder pc7(a[7], b[7], c[6], sum[7], c[7]);
full_adder pc8(a[8], b[8], c[7], sum[8], c[8]);
full_adder pc9(a[9], b[9], c[8], sum[9], c[9]);
full_adder pc10(a[10], b[10], c[9], sum[10], c[10]);
full_adder pc11(a[11], b[11], c[10], sum[11], c[11]);
full_adder pc12(a[12], b[12], c[11], sum[12], c[12]);
full_adder pc13(a[13], b[13], c[12], sum[13], c[13]);
full_adder pc14(a[14], b[14], c[13], sum[14], c[14]);
full_adder pc15(a[15], b[15], c[14], sum[15], c[15]);
endmodule
`timescale 1ns / 1ps
module full_adder(a, b, cin, sum, cout);
input a, b, cin;
output sum, cout;
xor inst1 (net1, a, b);
and inst2 (net2, a, b);
xor inst3 (sum, net1, cin);
and inst4 (net3, net1, cin);
or inst5 (cout, net3, net2);
endmodule
==> /design/flow/run.sh <==
#!/bin/bash
# OpenROAD 26Q1-2900-gdf79404cd8, Yosys 0.63+post, stock flow scripts
make -C /OpenROAD-flow-scripts/flow DESIGN_CONFIG=/design/flow/config.mk WORK_HOME=/design/flow/orfs finish
==> /design/flow/config.mk <==
export PLATFORM = sky130hd
export DESIGN_NAME = PCcounter
export DESIGN_NICKNAME = PCcounter
export VERILOG_FILES = /design/flow/design.v
export SDC_FILE = /design/flow/constraint.sdc
export NUM_CORES = 4
export LEC_CHECK = 1
export CORE_AREA = 10 10 70 70
export DIE_AREA = 0 0 80 80
==> /design/flow/constraint.sdc <==
current_design PCcounter

set clk_period 20.7
set clk_io_pct 0.2

create_clock -name clk0 -period $clk_period

set non_clock_inputs [all_inputs -no_clocks]
set_input_delay [expr $clk_period * $clk_io_pct] -clock clk0 $non_clock_inputs
set_output_delay [expr $clk_period * $clk_io_pct] -clock clk0 [all_outputs]
==> notes.md <==
Implementation results. Counting distinct cell types in the post-synthesis netlist gives 3. Looking at the setup timing report, the critical path kind is in -> out. Via count landed at 374. The worst path meets setup with 5.07 ns of slack.

In this run the core area contains 21 standard-cell rows. Maximum number of pins on one net before global-route repair landed at 2. The timing report lists the critical path depth as 20 cells. The type recorded for the worst min-delay path is in -> out.

Global-route total usage across every layer landed at 0.0446. Leakage power summed over all cells landed at 0.339 nW. For reference, the critical path cell chain is clkdlybuf4s50_1 -> fa_1 -> fa_1 -> fa_1 -> fa_1 -> fa_1 -> fa_1 -> fa_1 -> fa_1 -> fa_1 -> fa_1 -> fa_1 -> fa_1 -> fa_1 -> fa_1 -> fa_1 -> inv_1 -> fa_1 -> inv_1 -> clkdlybuf4s50_1. Per STA, the library cell used most along the worst path is sky130_fd_sc_hd__fa_1. Post-CTS resize count landed at 0. Total length of routed wires landed at approximately 1500 um.

Achievable frequency landed at around 64 MHz. The share of the Yosys chip area taken by registers is 0. Power density over the cells landed at 28.8 nW/um^2.

Per the log, the first TritonRoute iteration ended with a DRC count of 1. The count of cells in the finished layout, fillers not included, comes to 117. Data required time at the worst endpoint landed at 16.56 ns.

The run finished with clean final reports. The worst setup path is captured at an output pin. The layout summary lists the proportion of cells stronger than drive strength 1 as 0.

Largest vdd supply drop landed at 0.0000107 V. Post-cts hold buffer count landed at 0. Number of detailed-route iterations in the first pass landed at 2. According to the timing report, the arrival time at the worst endpoint equals 11.49 ns. Together, buffers and inverters on the worst path number 4. The worst path in the final design needs a cycle of 15.63 ns, including I/O delays and setup. The detailed placer reported the number of placed instances as between 100 and 150. Dividing the final minimum period by the clock period gives 0.755. Number of cells on the worst hold path landed at 5.

Number of maximum-capacitance violations landed at 0. Cell area after synthesis landed at 459 sq um. For this run the aggregate overflow at the end of global routing stands at 0. For the final routed database, the setup TNS stands at 0 ns. The slowest stage of the critical path is the sky130_fd_sc_hd__clkdlybuf4s50_1 cell. Yosys synthesis warning count landed at 3.

Number of remaining DRC errors landed at 0. Global-route wire length before repair landed at 2240 um. Flop count landed at 0. The number of antenna diodes in the final layout is 0. The last timing report of the flow puts the setup violation total at 0. Number of global-route vias before repair landed at 479.

Setup repair after global routing left no endpoint under its margin. Summing all flip-flop and latch instances after layout gives 0 sq um. Hold violation total from the final report landed at 0. approximately 50 I/O pins were placed. Actual slew at the worst max-slew pin landed at 0.111 ns.

Largest incremental delay on the critical path landed at 0.45 ns. Relative max-transition margin landed at 0.926. Maximum fanout along the worst path landed at 1.

Worst slack after detailed placement landed at between 5 and 6 ns. Area of the chip landed at 6400 sq um. Tally of filler cells in the layout landed at 367. The kind of cell with the highest combined delay along the critical path is adder cells. Residual antenna-violating net count after detailed routing landed at 0. HPWL after detailed placement landed at approximately 1500 um. Post-CTS setup-driven buffer insertion count landed at 0. Using the TritonRoute via totals, the vias-per-cell ratio works out to ~3.2. From synthesis to final layout, the design area changed by 95.4%. In the floorplan report the effective utilization is 0.134.

For this design, Yosys synthesis ends with a cell count of 37. Final RePlAce weighted congestion landed at 0.861. Measured along the y axis, the die boundary spans around 80 um.

Max-slew violation total from the final report landed at 0. Horizontal extent of the die landed at 80 um. The worst setup path is launched from a primary input. Dividing the synthesized area by the synthesized cell count gives 12.4 sq um. The cell count after synthesis came out at 37. Count of buffers from port buffering landed at roughly 50. In this run the tools logged warnings totalling 32. Number of antenna violations at the first check in global routing landed at 0.

Tally of clock buffers in the finished layout landed at 0. The synthesized netlist has a Yosys-reported chip area of 459 sq um. For this sky-water flow run, the detailed-routed wirelength per cell is reported as 12.9 um. The region available for standard cell placement spans 3420 sq um.
## Yosys cell counts
library cell / number / area [sq um]
sky130_fd_sc_hd__inv_1: 5 / 18.8
sky130_fd_sc_hd__buf_4: 16 / 120
sky130_fd_sc_hd__fa_1: 16 / 320
## layer usage
| metal | part of all wire | wire [um] | vias up | GRT usage |
|---|---|---|---|---|
| met3 | 0.33 | 499 | 0 | 0.0568 |
| met4 | 0 | 0 | 0 | 0 |
| li1 | - | - | 158 | - |
| met5 | 0 | 0 | - | 0 |
| met1 | 0.39 | 590 | 164 | 0.0506 |
| met2 | 0.28 | 415 | 52 | 0.0538 |
## path summary, 6_finish.rpt
check   from       to  slack, ns
min    b[15]     cout       9.35
max     a[0]  sum[15]       5.07
## area by class of cell
type | instances | area, sq um | area share
inverters | 5 | 18.8 | 0.0209
multi-input cells | 16 | 320 | 0.357
well taps | 46 | 57.6 | 0.0642
repair buffers | 50 | 500 | 0.558
## tightest hold or removal path: cells and delay by family
kind	cells	cell delay, ns
buffers and inverters	4	0.91
adders and majority gates	1	0.16
## cells in the final DEF (no fill, tap or decap)
cell / n
sky130_fd_sc_hd__clkdlybuf4s50_1: 50
sky130_fd_sc_hd__inv_1: 5
sky130_fd_sc_hd__fa_1: 16
## power breakdown
part           switching, mW  internal, mW
combinational        0.00664        0.0192
sequential                 0             0
clock                      0             0
## through the flow
| step | instance area (sq um) | utilization | total power [mW] | hold WS, ns |
|---|---|---|---|---|
| 3_5_place_dp | 897 | 0.263 | 0.0265 | 9.35 |
| 5_1_grt | 897 | 0.263 | 0.0294 | 9.39 |
| 6_report | 897 | 0.263 | 0.0258 | 9.35 |
| 3_3_place_gp | 897 | 0.263 | 0.0263 | 9.35 |
| 2_1_floorplan | 459 | - | 0.0124 | 8.49 |
| 4_1_cts | 897 | 0.263 | 0.0267 | 9.36 |
## cells by family after synthesis
logic type | count (synthesis) | share of synthesized area
buffers and inverters | 21 | 0.302
adder cells (fa/ha/maj) | 16 | 0.698
No activity file was given, so power comes from the tool's default toggle rates.
