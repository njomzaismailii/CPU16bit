==> flow/design.v <==
`timescale 1ns / 1ps
module alu_16bit(
input wire[15:0] a,
    input wire[15:0] b,
    input wire cin,
    input wire ainvert,
    input wire bnegate,
    input wire [2:0] op,
    output wire[15:0] result,
    output cout,
	output zero
    );
wire[15:0] c;
assign cout = c[15];
alu_1bit alu0(a[0], b[0], cin, ainvert, bnegate, op, result[0], c[0]);
alu_1bit alu1(a[1], b[1], c[0], ainvert, bnegate, op, result[1], c[1]);
alu_1bit alu2(a[2], b[2], c[1], ainvert, bnegate, op, result[2], c[2]);
alu_1bit alu3(a[3], b[3], c[2], ainvert, bnegate, op, result[3], c[3]); 
alu_1bit alu4(a[4], b[4], c[3], ainvert, bnegate, op, result[4], c[4]);
alu_1bit alu5(a[5], b[5], c[4], ainvert, bnegate, op, result[5], c[5]);
alu_1bit alu6(a[6], b[6], c[5], ainvert, bnegate,  op, result[6], c[6]);
alu_1bit alu7(a[7], b[7], c[6], ainvert, bnegate,  op, result[7], c[7]);
alu_1bit alu8(a[8], b[8], c[7], ainvert, bnegate,  op, result[8], c[8]);
alu_1bit alu9(a[9], b[9], c[8], ainvert, bnegate,  op, result[9], c[9]);
alu_1bit alu10(a[10], b[10], c[9], ainvert, bnegate , op, result[10], c[10]);
alu_1bit alu11(a[11], b[11], c[10], ainvert, bnegate , op, result[11], c[11]);
alu_1bit alu12(a[12], b[12], c[11], ainvert, bnegate , op, result[12], c[12]);
alu_1bit alu13(a[13], b[13], c[12], ainvert, bnegate , op, result[13], c[13]);
alu_1bit alu14(a[14], b[14], c[13], ainvert, bnegate , op, result[14], c[14]);
alu_1bit alu15(a[15], b[15], c[14], ainvert, bnegate , op, result[15], c[15]);
assign zero=(result[0]|result[1]|result[2]|result[3]|result[4]|result[5]|result[6]|result[7]|result[8]|result[9]|result[10]|result[11]|result[12]|result[13]|result[14]|result[15]);
endmodule
`timescale 1ns / 1ps
module alu_1bit(
    input A,
    input B,
    input Cin,
    input Ainvert,
    input Bnegate,
    input [2:0] Op,                
    output Result,
    output Cout
    );
wire A, B, Cin, Ainvert, Bnegate;
wire[2:0] Op;
wire Result;
wire Cout;
wire net1, net2, net3, net4, net5, net6, net7, net8, net9, net10, Ajo, Bjo;
not a1 (Ajo, A);
not b1 (Bjo, B);
mux_2to1 m2_A(Ainvert, A, Ajo, net1);
mux_2to1 m2_B(Bnegate, B, Bjo, net2);
and n3 (net3, net1, net2);       
or n4 (net4, net1, net2);         
xor n5(net6, net1, net2);         
full_adder FullAdder (net1, net2, cin, net5, cout);   
mux_4to1 m4 (Op[0], Op[1], Op[2], net3, net4, net5, net6, Result);
endmodule
`timescale 1ns / 1ps
module full_adder(a, b, cin, sum, cout);
input a, b, cin;
output sum, cout;
xor inst1 (net1, a, b);
and inst2 (net2, a, b);
xor inst3 (sum, net1, cin);
and inst4 (net3, net1, cin);
or inst5 (cout, net3, net2);
endmodule
`timescale 1ns / 1ps
module mux_2to1(s, d0, d1, z);
input s, d0, d1;
output z;
assign z = s ? d1 : d0;
endmodule
`timescale 1ns / 1ps
module mux_4to1 (s0, s1, s2, d0, d1, d2, d3, z1);
input s0, s1, s2, d0, d1, d2, d3;
output z1;
assign z1 = s1 ? (s2 ? d3 : d1) : (s0 ? d2 : d0);
endmodule
==> flow/run.sh <==
#!/bin/bash
# OpenROAD 26Q1-2900-gdf79404cd8, Yosys 0.63+post, stock flow scripts
make -C /OpenROAD-flow-scripts/flow DESIGN_CONFIG=/design/flow/config.mk WORK_HOME=/design/flow/orfs finish
==> flow/config.mk <==
export PLATFORM = sky130hd
export DESIGN_NAME = alu_16bit
export DESIGN_NICKNAME = alu_16bit
export VERILOG_FILES = /design/flow/design.v
export SDC_FILE = /design/flow/constraint.sdc
export NUM_CORES = 4
export LEC_CHECK = 1
export CORE_AREA = 10 10 81 81
export DIE_AREA = 0 0 91 91
==> flow/constraint.sdc <==
current_design alu_16bit

set clk_period 4.1
set clk_io_pct 0.2

create_clock -name clk0 -period $clk_period

set non_clock_inputs [all_inputs -no_clocks]
set_input_delay [expr $clk_period * $clk_io_pct] -clock clk0 $non_clock_inputs
set_output_delay [expr $clk_period * $clk_io_pct] -clock clk0 [all_outputs]
==> impl_metrics.env <==
# flow metrics
export IMPL_seqCellArea_um2=0
export IMPL_remaining_drc_errors=0
export IMPL_yosysUniqueCellTypes=19
export IMPL_rsz0062_at_grt="no"
export IMPL_fill_cells=510
export IMPL_fin_ws_ps=204
export IMPL_initCoreUtil_pct=31.1
export IMPL_cts_resized=0
export IMPL_startpoint="bnegate"
export IMPL_insertedDiodeCount=0
export IMPL_setup_viol=0
export IMPL_crit_fanout=10
export IMPL_rows=25
export IMPL_critPathKind="input pin to output port"
export IMPL_power_density_nw_per_um2=124
export IMPL_power_leakage_nw=1.03
export IMPL_synth_cells=195
export IMPL_p_comb_share_pct=100.0
export IMPL_comb_area_um2=1240
export IMPL_syn_cell_area_um2=1500
export IMPL_die_h_um=91
export IMPL_gp_congestion=0.800
export IMPL_syn_to_final_growth_pct=44.6
export IMPL_die_width_um=91
export IMPL_first_pass_iters=3
export IMPL_yosys_area_um2=1500
export IMPL_ys_cells=195
export IMPL_min_from="op[0]"
export IMPL_via_per_inst=4.16
export IMPL_grt_first_pass_wirelength_mm=6.04
export IMPL_p_clk_share_pct=0
export IMPL_antenna_found_initial=0
export IMPL_first_iter_violations=15
export IMPL_postCtsSetupBuffers=0
export IMPL_internal_power_uw=161
export IMPL_finalClockPeriodUsage_pct=95.0
export IMPL_p_sw_uw=108
export IMPL_dp_hpwl_mm=3.16
export IMPL_max_freq_mhz=257
export IMPL_power_total_uw=269
export IMPL_coreArea_um2=4820
export IMPL_min_path_type="input pin to output port"
export IMPL_num_vias=1291
export IMPL_clkbuf_count=0
export IMPL_seq_power_share_pct=0
export IMPL_crit_slowest_cell="clkdlybuf4s50_1"
export IMPL_hold_slack_ps=2670
export IMPL_startpoint_type="input pin"
export IMPL_grt_pass1_vias=1289
export IMPL_status="finished clean"
export IMPL_ios=56
export IMPL_design_seq_count=0
export IMPL_critPathMaxStageDelay_ps=520
export IMPL_irDropWorstVdd_uv=44.6
export IMPL_worst_ep_arrival_time_ps=3080
export IMPL_fin_setup_tns_ps=0
export IMPL_hold_buffers=0
export IMPL_warnings=49
export IMPL_synth_avg_cell_area_um2=7.69
export IMPL_die_area_um2=8280
export IMPL_portBuffers=54
export IMPL_yosys_warnings=22
export IMPL_endpoint_kind="output port"
export IMPL_timing_final_crit_period_ps=3900
export IMPL_grt_overflow=0
export IMPL_required_ps=3280
export IMPL_drv_slew=0
export IMPL_wl_mm=3.71
export IMPL_power_switching_share_pct=40.1
export IMPL_drive_above_1_share_pct=14.4
export IMPL_crit_top_cell="clkdlybuf4s50_1"
export IMPL_cp_cell_sequence="clkdlybuf4s50_1 > buf_6 > xor2_1 > inv_1 > ha_1 > nor2b_1 > o32ai_1 > buf_4 > clkdlybuf4s50_1"
export IMPL_ant_nets=0
export IMPL_grt_max_degree=24
export IMPL_hold_viol=0
export IMPL_groute_usage_overall_pct=8.51
export IMPL_dp_slack_ps=43.8
export IMPL_wl_per_cell_um=12.0
export IMPL_yosys_stat_seqShare_pct=0
export IMPL_max_cap_violations=0
[cell families after synthesis]
group / share of synthesized area, %
xor gates and xnor gates: 18.7
other: 0.250
AOI/OAI and AO/OA: 10.4
and+or+nand+nor: 22.5
buffers and inverters: 21.5
adders and majority gates: 26.7
[Yosys cell counts]
cell,number,area [um^2]
buf_6,2,22.5
nor4_2,1,12.5
inv_2,1,3.75
a32o_1,1,10.0
nor2_1,1,3.75
nor2b_1,29,181
buf_4,18,135
conb_1,1,3.75
buf_2,7,35.0
nand4_1,1,6.26
o32ai_2,2,32.5
o32ai_1,13,114
ha_1,32,400
clkbuf_2,1,5.00
nor4_1,3,18.8
inv_1,32,120
and2b_1,1,7.51
nand2b_1,17,106
xor2_1,32,280
[per-layer routing]
layer	vias up	wire length (um)	GRT usage (%)
li1	692	-	-
met1	574	1720	11.0
met2	25	1900	15.7
met3	0	93	0.664
met4	0	0	0.392
met5	-	0	0
[worst paths after layout]
| path | depth (start not counted) | to |
|---|---|---|
| setup / recovery | 9 | result[13] |
| hold / removal | 6 | zero |
[cell usage in the layout (no fill, tap or decap)]
| master | n |
|---|---|
| clkdlybuf4s50_1 | 53 |
| inv_1 | 32 |
| ha_1 | 32 |
| xor2_1 | 29 |
| nor2b_1 | 29 |
| buf_4 | 20 |
| nand2b_1 | 17 |
| o32ai_1 | 8 |
| o32ai_2 | 7 |
| xor2_2 | 3 |
| nor4_2 | 2 |
| nor4_1 | 2 |
| buf_6 | 2 |
| inv_2 | 1 |
| and2b_1 | 1 |
| nor2_1 | 1 |
| a32o_1 | 1 |
| nand4_1 | 1 |
| conb_1 | 1 |
| dlymetal6s2s_1 | 1 |
[power by group through the flow]
| stage | Sequential (mW) | Clock [mW] | Combinational (mW) |
|---|---|---|---|
| 4_1_cts | 0 | 0 | 0.265 |
| 5_1_grt | 0 | 0 | 0.305 |
| 6_report | 0 | 0 | 0.269 |
[worst max-delay path: cells and delay by family]
kind / cells / cell delay, ps
fa+ha+maj: 1 / 160
xor+xnor: 1 / 200
compound gates: 1 / 350
buf+inv: 5 / 1410
simple gates: 1 / 120
[per-stage QoR]
| step | util, % | cell area, um^2 | std cells |
|---|---|---|---|
| detailed placement | 43.4 | 2090 | 310 |
| global route | 45.0 | 2170 | 310 |
| floorplan | - | 1500 | 195 |
| finish | 45.0 | 2170 | 310 |
| global placement | 43.4 | 2090 | 310 |
| CTS | 43.4 | 2090 | 310 |
[final cells by class]
| type | count | share of cell area (%) |
|---|---|---|
| inverters | 33 | 5.72 |
| well taps | 67 | 3.87 |
| multi-input cells | 134 | 57.4 |
| repair buffers | 76 | 33.0 |
